**config.mk**
```make
export PLATFORM = sky130hd
export DESIGN_NAME = EX_MEM
export DESIGN_NICKNAME = EX_MEM
export VERILOG_FILES = /design/flow/design.v
export SDC_FILE = /design/flow/constraint.sdc
export NUM_CORES = 4
export LEC_CHECK = 1
export CORE_UTILIZATION = 40
```
**constraint.sdc**
```tcl
current_design EX_MEM

set clk_period 1.0
set clk_io_pct 0.2

create_clock -name clk0 -period $clk_period [get_ports {clk}]

set non_clock_inputs [all_inputs -no_clocks]
set_input_delay [expr $clk_period * $clk_io_pct] -clock clk0 $non_clock_inputs
set_output_delay [expr $clk_period * $clk_io_pct] -clock clk0 [all_outputs]
```
**design.v**
```verilog
`timescale 1ns / 1ps
module EX_MEM(
input clk,flush,zero_in,branch_in,memtoReg_in,memWrite_in,memRead_in,regWrite_in,
input [31:0] immAddress_in,rd2_in,ALU_res_in,
input [4:0] rd_in,
output reg zero_out,branch_out,memtoReg_out,memWrite_out,memRead_out,regWrite_out,
output reg [31:0] immAddress_out,rd2_out,ALU_res_out,
output reg [4:0] rd_out
    );
always@(posedge clk) begin
    if(flush==1'b1) 
    begin 
        zero_out <= 1'b0;
        branch_out <= 1'b0;
        memtoReg_out <= 1'b0;
        memWrite_out <= 1'b0;
        memRead_out <= 1'b0;
        regWrite_out <= 1'b0;
        immAddress_out <= 32'b0;
        rd2_out <= 32'b0;
        ALU_res_out <= 32'b0;
        rd_out <= 5'b0;
    end
    else
    begin
        zero_out <= zero_in;
        branch_out <= branch_in;
        memtoReg_out <= memtoReg_in;
        memWrite_out <= memWrite_in;
        memRead_out <= memRead_in;
        regWrite_out <= regWrite_in;
        immAddress_out <= immAddress_in;
        rd2_out <= rd2_in;
        ALU_res_out <= ALU_res_in;
        rd_out <= rd_in;
    end
end
endmodule
```
**run.sh**
```bash
#!/bin/bash
# OpenROAD 26Q1-2900-gdf79404cd8, Yosys 0.63+post, stock flow scripts
make -C /OpenROAD-flow-scripts/flow DESIGN_CONFIG=/design/flow/config.mk WORK_HOME=/design/flow/orfs finish
```
==> flow_summary.ini <==
; yosys + openroad results
[final_timing]
max_freq_mhz = 1021
worst_pin_slew_ns = 0.2136
relSlewSlack_pct = 85.76
hold_ws_ns = 0.2616
finalClockPeriodUsage_pct = 97.91
tns_ns = 0
slew_viol_final = 0
final_hold_viol_count = 0
setup_viol = 0
rsz0062_at_grt = true
layout_setup_ws_ns = 0.02095
period_needed_ns = 0.9791

[worst_setup_path]
worstPathMaxFanout = 1
crit_required_ns = 0.80
crit_family = flip-flops
cpMaxStageDelayCell = dfxtp_2
critPathCaptureType = output port
cp_data_arrival_time_ns = 0.78
max_stage_delay_ns = 0.33
critical_path_buf_inv_count = 1
cp_cell_sequence = buf_2
start_kind = register
critPathKind = register to output port
path_depth = 1

[synth]
syn_area_um2 = 2877
synth_cells = 225
synth-seq-cells = 107
syn_area_per_cell_um2 = 12.78
yosysUniqueCellTypes = 4
postSynthSeqShare_pct = 74.47
synth_warnings = 1
yosysTopAreaCellShare_pct = 74.47
largest_area_cell = dfxtp_1
yosys-stat-cells = 225
topCellsByArea = dfxtp_1 74%, nor2b_1 23%, buf_2 1.2%
ys_area_um2 = 2877

[die]
die_h_um = 86.80
die_area_um2 = 7534
core_um2 = 6869
fp-utilization_pct = 41.88
rows = 30
die_x_um = 86.80
io_pins = 216

[detailed_routing]
drt_first_pass_iters = 2
wirelength_mm = 7.207
drt_iter0_drc = 59
antennaDiodeCount = 0
vias = 2204
viasPerCell = 4.051
post-route-drc-count = 0
avgRoutedWirePerCell_um = 13.25
final_antenna_net_count = 0

[power_and_ir_drop]
intPower_mw = 6.524
power_mw = 8.082
powerDensity_nw_per_um2 = 1673
p_leak_nw = 2.194
ir_worst_vdd_mv = 1.272
p_switching_mw = 1.557
power.share.sequential_pct = 56.1
power_switching_share_pct = 19.27
comb_power_share_pct = 10.2
pwr-share-clk_pct = 33.7

[cts]
cts_tree = done
clk_pin_slew_ns = 0.09
htreeDepth = 3
cts_sinks = 107
cts_buffers = 9
cts_max_path_buffers = 2
hold_buffers = 0
cts_root_buf = clkbuf_8
postCtsSetupBuffers = 0

[place]
port_buffers = 215
dp_hpwl_mm = 5.537
gp_congestion = 0.7649
dpl-instance-area_um2 = 5141
dpl_worst_slack_ns = 0.01532
dp.cells = 528

[global_route]
first_global_vias = 2170
antenna_found_initial = 0
grt_max_degree = 52
grt_pass1_wl_mm = 11.08
grt.overflow.total = 0
grt_usage_pct = 20.11

[cells_and_area]
fillers = 535
final_cell_mix = 107 x nor2b_1, 107 x clkdlybuf4s50_1, 107 x buf_2, 94 x dfxtp_1, 13 x dfxtp_2
drive_gt1_share_pct = 30.80
final_cells = 544
final_cell_area_um2 = 4831
final_core_util_pct = 70.33
synthToLayoutAreaGrowth_pct = 67.94

[job]
warnings = 28
max_cap_viol_count = 0

[worst_hold_path]
whs_path_depth = 3
hp-class = input port to register

[status]
status = finished clean
[final timing paths]
| kind | from | endpoint | slack [ns] |
|---|---|---|---|
| max | ALU_res_out[21] | ALU_res_out[21] | 0.02 |
| min | flush | ALU_res_out[2] | 0.26 |
[sequential cells by signal, indices dropped and copies added, names as in the netlist]
name and count:
rd2_out 32, immAddress_out 32, regWrite_out 1, ALU_res_out 32
memtoReg_out 1, memWrite_out 1, zero_out 1, branch_out 1
memRead_out 1, rd_out 5
[layout make-up]
class / instances / area [um^2] / share of cell area (%)
clock buffer: 11 / 131.4 / 2.720
clock inverter: 5 / 77.57 / 1.606
multi-input combinational: 107 / 669.4 / 13.86
sequential: 107 / 2158 / 44.68
tap: 96 / 120.1 / 2.486
timing repair buffer: 218 / 1674 / 34.65
[power groups by stage]
stage / combinational, mW / clock (mW) / sequential (mW)
6_report: 0.824 / 2.72 / 4.54
4_1_cts: 0.840 / 2.80 / 4.54
5_1_grt: 0.911 / 3.02 / 4.56
[logic make-up after synthesis]
family	after synthesis	synth area share (%)
AND/OR/NAND/NOR	107	23.27
flip-flops	107	74.47
buffers and inverters	11	2.262
[metal layers]
layer | GRT usage [%] | part of all wire [%] | vias to the layer above
met5 | 0 | 0 | -
met4 | 2.121 | 1.4 | 0
met3 | 11.21 | 15 | 9
met2 | 33.86 | 47 | 135
met1 | 23.57 | 36 | 957
li1 | - | - | 1103
[what timing repair did]
item	CTS	global route
setup endpoints to repair	107	74
resized	342	4
gates cloned	0	0
pin swaps	0	0
[synth_stat cells, drive strengths merged]
master  number
buf         11
dfxtp      107
nor2b      107
Power and IR drop assume default switching activity.
