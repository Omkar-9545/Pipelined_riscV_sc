==> flow/design.v <==
`timescale 1ns / 1ps
module MEM_WB(
input clk,flush,regWrite,memtoReg,
input [31:0] DM_read_data_in,ALU_res,
input [4:0] rd_in,
output reg regWrite_fin,memtoReg_fin,
output reg [31:0] DM_read_data_out,ALU_res_fin,
output reg [4:0] rd_fin
    );
always@(posedge clk) 
begin
    if(flush==1'b1) 
    begin
        regWrite_fin <= 1'b0;
        memtoReg_fin <= 1'b0;
        DM_read_data_out <= 32'b0;
        ALU_res_fin <= 32'b0;
        rd_fin <= 5'b0;        
    end
    else 
    begin
        regWrite_fin <= regWrite;
        memtoReg_fin <= memtoReg;
        DM_read_data_out <= DM_read_data_in;
        ALU_res_fin <= ALU_res;
        rd_fin <= rd_in;        
    end
end
endmodule
==> flow/run.sh <==
#!/bin/bash
# OpenROAD 26Q1-2900-gdf79404cd8, Yosys 0.63+post, stock flow scripts
make -C /OpenROAD-flow-scripts/flow DESIGN_CONFIG=/design/flow/config.mk WORK_HOME=/design/flow/orfs finish
==> flow/config.mk <==
export PLATFORM = sky130hd
export DESIGN_NAME = MEM_WB
export DESIGN_NICKNAME = MEM_WB
export VERILOG_FILES = /design/flow/design.v
export SDC_FILE = /design/flow/constraint.sdc
export NUM_CORES = 4
export LEC_CHECK = 1
export CORE_UTILIZATION = 50
==> flow/constraint.sdc <==
current_design MEM_WB

set clk_period 1.0
set clk_io_pct 0.2

create_clock -name clk0 -period $clk_period [get_ports {clk}]

set non_clock_inputs [all_inputs -no_clocks]
set_input_delay [expr $clk_period * $clk_io_pct] -clock clk0 $non_clock_inputs
set_output_delay [expr $clk_period * $clk_io_pct] -clock clk0 [all_outputs]
==> impl_results.rst <==
Flow metrics
------------

.. list-table::
   :header-rows: 1

   * - Metric
     - Value
   * - Netlist area before placement
     - 0.001901 mm2
   * - Port-buffer cells
     - 143
   * - Std cell rows
     - 22
   * - Chip Area, Yosys
     - 0.001901 mm2
   * - Mean area per synthesized cell
     - 12.76 um2
   * - Final weighted congestion in routability-driven placement
     - 0.8201
   * - Flops out of synthesis
     - 71
   * - FP Util
     - 0.5191
   * - Failing step
     - detailed placement
   * - Ys Warns
     - 1
   * - Chip Height
     - 63.66 um
   * - Err
     - [ERROR DPL-0036] Detailed placement failed.
   * - Width of the die
     - 63.66 um
   * - Post-synthesis cell count
     - 149
   * - # IOs
     - 144
   * - Count of instantiated cells in the yosys netlist
     - 149
   * - Share of synthesized area occupied by flip-flops and latches
     - 0.7479
   * - Number of unique standard cell types used by synthesis
     - 3
   * - Status
     - stopped before the end
cell usage after synthesis:
master | number | area, um2
sky130_fd_sc_hd__dfxtp_1 | 71 | 1421
sky130_fd_sc_hd__nor2b_1 | 71 | 444.2
sky130_fd_sc_hd__buf_2 | 7 | 35.03
logic make-up after synthesis:
group | Yosys count | share of synthesized area
buf+inv | 7 | 0.01843
simple gates | 71 | 0.2337
flops | 71 | 0.7479
per-stage QoR:
stage             power [uW]  area, um2  cells
floorplan               3167       1901    149
global placement        3737       3379    335
Power is estimated from default activity; no workload was simulated.
