==> design/flow/config.mk <==
export PLATFORM = sky130hd
export DESIGN_NAME = ID_EX
export DESIGN_NICKNAME = ID_EX
export VERILOG_FILES = /design/flow/design.v
export SDC_FILE = /design/flow/constraint.sdc
export NUM_CORES = 4
export LEC_CHECK = 1
export CORE_AREA = 10 10 162 162
export DIE_AREA = 0 0 172 172
==> design/flow/constraint.sdc <==
current_design ID_EX

set clk_period 1.0
set clk_io_pct 0.2

create_clock -name clk0 -period $clk_period [get_ports {clk}]

set non_clock_inputs [all_inputs -no_clocks]
set_input_delay [expr $clk_period * $clk_io_pct] -clock clk0 $non_clock_inputs
set_output_delay [expr $clk_period * $clk_io_pct] -clock clk0 [all_outputs]
==> design/flow/design.v <==
`timescale 1ns / 1ps
module ID_EX(
input clk,flush,funct7,branch_in,memRead_in,memtoReg_in,memWrite_in,ALUSrc_in,regWrite_in,
input [1:0] ALUOp_in,
input [2:0] funct3,
input [31:0] reg_pc_out,rd2,rd1,immOut,
input [4:0] write_reg,
output reg [31:0] curr_pc_out,rd2_out,rd1_out,immOut_reg,
output reg [2:0] funct3_out,
output reg funct7_out,
output reg [4:0] write_reg_out,
output  reg branch_out,memRead_out,memtoReg_out,memWrite_out,ALUSrc_out,regWrite_out, 
output  reg [1:0] ALUOp_out
    );
always@(posedge clk)begin
if(flush==1'b1) 
    begin
        curr_pc_out <=32'd0;
        rd2_out <= 32'd0;
        rd1_out <= 32'd0;
        immOut_reg <=32'd0;
        funct3_out <= 3'b0;
        funct7_out <=1'b0;
        write_reg_out <= 5'b0;
        branch_out <= 1'b0;
        memRead_out <= 1'b0;
        memtoReg_out <= 1'b0;
        memWrite_out <= 1'b0;
        ALUSrc_out <= 1'b0;
        regWrite_out <= 1'b0;
        ALUOp_out <= 2'b0;
    end
else 
    begin
        curr_pc_out <= reg_pc_out;
        rd2_out <= rd2;
        rd1_out <= rd1;
        immOut_reg <= immOut;
        funct3_out <= funct3;
        funct7_out <= funct7;
        write_reg_out <= write_reg;
        branch_out <= branch_in;
        memRead_out <= memRead_in;
        memtoReg_out <= memtoReg_in;
        memWrite_out <= memWrite_in;
        ALUSrc_out <= ALUSrc_in;
        regWrite_out <= regWrite_in;
        ALUOp_out <= ALUOp_in;
    end
end
endmodule
==> design/flow/run.sh <==
#!/bin/bash
# OpenROAD 26Q1-2900-gdf79404cd8, Yosys 0.63+post, stock flow scripts
make -C /OpenROAD-flow-scripts/flow DESIGN_CONFIG=/design/flow/config.mk WORK_HOME=/design/flow/orfs finish
==> impl_metrics.ini <==
; implementation run metrics
[run_status]
status = finished, violations left
violations = setup timing

[sta]
final.setup.worst_slack_ps = -46.2
post-route-min-period_ps = 1050
report.final.slew_viol_count = 0
fin_tns_setup_ps = -1730
relSlewSlack_pct = 81.1
finalCritPeriodShare_pct = 105
timing.final.hold_violations = 0
timing.fmax_mhz = 956
whs_ps = 129
worstMarginPinSlew_ps = 284
setup_viol = 130
rsz0062_at_grt = true

[placement]
dp_hpwl_um = 11500
pre_cts_slack_ps = -52.3
io_buffer_count = 291
post_dp_cell_area_mm2 = 0.00727
finalWeightedCongestion = 0.772

[synth]
synthTopCellsByArea = dfxtp_1 (72%), nor2b_1 (16%), nor2b_2 (9.3%)
async_reset_ff_share_pct = 0
synth.yosys.seq_area_share_pct = 71.8
synth_area_mm2 = 0.00404
synth_warnings = 1
synth.most_common_cell = dfxtp_1
fa_ha_area_share_pct = 0
ys_ff = 145
synth.cellmix.compoundShare_pct = 0
logic_family = simple AND/OR/NAND/NOR gates
netlist_instances = 306
yosysChipArea_mm2 = 0.00404
edf_count = 0
ys_sh_simple_pct = 25.1
top_cell_area_share_pct = 71.8
top_cells_by_count = dfxtp_1 (145), nor2b_1 (102), nor2b_2 (43)
syn_area_per_cell_um2 = 13.2
ys_cells = 306
yosysTopAreaCell = dfxtp_1
ys.flop_type = dfxtp_1
xor_share_pct = 0
mux_share_pct = 0
synth.distinct_cells = 5

[job]
warnings = 27
cap_violations = 0

[route]
num_antenna_cells = 0
routed_via_density = 3.40
post-route-drc-count = 0
first_pass_iters = 2
wl_per_cell_um = 15.8
vias = 3081
postRouteAntennaNets = 0
drt_iter0_drc = 57
drt-total-wl_um = 14300

[layout]
logic_area_mm2 = 0.00101
drive_gt1_share_pct = 41.4
fill_cells = 2376
area_delta_synth_final_pct = 79.3
register_area_mm2 = 0.00294
design_area_mm2 = 0.00724

[grt]
busiest_layer = met2
grtUsageMet2_pct = 14.4
grt_util_met1_pct = 11.1
grt_max_degree = 31
antenna_found_initial = 0
met3_usage_pct = 5.91
grt_pass1_vias = 3270
grt_pass1_wl_um = 20600
grt_usage_pct = 9.35
grt_remaining_overflow = 0

[floorplanning]
rows = 55
core_mm2 = 0.0227
die_y_um = 172
io_pins = 292
fp-utilization_pct = 17.8
die_x_um = 172
die_area_mm2 = 0.0296

[worst_setup_path]
cp-start-kind = flip-flop
cp-startpoint = funct3_out[0]
cp_top_family = flip-flops
required_ps = 800
worstPathMaxFanout = 1
critPathMaxStageDelay_ps = 320
endpoint_kind = output pin
path_class = reg2out
worst-path-buf-inv = 1
slowest_stage = dfxtp_2
critical_path_arrival_ps = 850
crit_chain = buf_2

[hold_path]
hold_class = in2reg
hold_start = flush

[clock_network]
htree_levels = 4
cts-root-buf = clkbuf_16
cts_buffers = 17
post_cts_buffers = 0
path_clk_slew_ps = 60
cts_tree = done
clockBufferDepth = 2
postCtsHoldBufs = 0
numClockSinks = 145

[power_and_ir_drop]
irDropWorstVdd_v = 0.000913
cellPowerDensity_mw_per_mm2 = 1940
leakagePower_nw = 3.19
[repair_timing]
action,CTS,global route
endpoints found under the setup margin,145,145
resized,495,16
endpoints found under the hold margin,0,0
[power by group]
group          switching, mW  internal, mW
Sequential            0.0689          6.10
Combinational          0.327         0.894
Clock                   2.50          4.15
[cell families (layout without fill, tap and decap cells)]
| group | Yosys count | in the layout |
|---|---|---|
| and+or+nand+nor | 145 | 145 |
| buffers and inverters | 16 | 331 |
| DFF | 145 | 145 |
[per-layer routing]
layer | vias up | wire [µm]
li1 | 1528 | -
met1 | 1354 | 5680
met2 | 188 | 6310
met3 | 11 | 2120
met4 | 0 | 163
met5 | - | 0
[area by class of cell]
class	instances	area share (%)
multi-input combinational	145	14.0
clock buffer	21	6.49
clock inverter	11	2.11
tap	285	4.92
sequential	145	40.6
timing repair buffer	299	31.9
[metrics by stage]
stage,cells,power [mW],utilization (%)
6_report,906,14.0,31.9
5_1_grt,906,14.7,31.9
4_1_cts,906,14.3,31.7
3_5_place_dp,874,7.82,32.0
3_3_place_gp,874,7.82,32.0
2_1_floorplan,306,6.53,-
[final timing paths]
path                        end  slack, ps  cells after the start
setup / recovery  funct3_out[0]        -50                      1
hold / removal       rd1_out[6]        130                      2
[cells in the final DEF (no fill, tap or decap)]
cell type / instances
clkinv_4: 2
clkdlybuf4s50_1: 145
dfxtp_2: 29
buf_12: 2
clkinvlp_4: 3
clkbuf_1: 1
clkbuf_16: 17
buf_2: 139
bufinv_16: 3
inv_6: 2
buf_6: 7
nor2b_1: 102
nor2b_2: 43
dfxtp_1: 116
clkbuf_8: 3
buf_4: 6
clkinv_2: 1
No activity file was given, so power comes from the tool's default toggle rates.
